### design.v
module SRAM(
    input clk,
    inout [15:0] SRAM_DQ,
    input [17:0] SRAM_ADDR,
    input SRAM_UB_N,
    input SRAM_LB_N,
    input SRAM_WE_N,
    input SRAM_CE_N,
    input SRAM_OF_N
);
    reg [15:0] RAM [0 : 15];
    assign SRAM_DQ = SRAM_WE_N ? RAM[SRAM_ADDR] : 16'bz;
    always @(posedge clk) begin
        if(SRAM_WE_N == 0)
            RAM[SRAM_ADDR] <= SRAM_DQ;
    end
endmodule
### run.sh
#!/bin/bash
# OpenROAD 26Q1-2900-gdf79404cd8, Yosys 0.63+post, stock flow scripts
make -C /OpenROAD-flow-scripts/flow DESIGN_CONFIG=/design/flow/config.mk WORK_HOME=/design/flow/orfs finish
### config.mk
export PLATFORM = sky130hd
export DESIGN_NAME = SRAM
export DESIGN_NICKNAME = SRAM
export VERILOG_FILES = /design/flow/design.v
export SDC_FILE = /design/flow/constraint.sdc
export NUM_CORES = 4
export LEC_CHECK = 1
export CORE_UTILIZATION = 50
### constraint.sdc
current_design SRAM

set clk_period 5.3
set clk_io_pct 0.2

create_clock -name clk0 -period $clk_period [get_ports {clk}]

set non_clock_inputs [all_inputs -no_clocks]
set_input_delay [expr $clk_period * $clk_io_pct] -clock clk0 $non_clock_inputs
set_output_delay [expr $clk_period * $clk_io_pct] -clock clk0 [all_outputs]
==> flow_metrics.tcl <==
# implementation run metrics
set metrics [dict create \
    track_usage_pct 22.54 \
    pwr-share-comb_pct 4.3 \
    ant_nets 0 \
    crit_arrival_ns 3.17 \
    cts_num_sinks 256 \
    maxCapViolCount 0 \
    antenna_cells 0 \
    syn_avg_cell_area_um2 23.32 \
    syn2layout_area_growth_pct 13.15 \
    vias 4482 \
    critPathBufInv 2 \
    p_total_w 0.004169 \
    clk_pin_slew_worst_paths_ns 0.06 \
    dp_slack_ns 1.018 \
    min_path_type "in -> reg" \
    grt_pass1_wl_um 28650 \
    rsz0062_at_grt "no" \
    p_leak_nw 2.839 \
    numCtsBuffers 26 \
    die-width_um 141.8 \
    worstMarginPinSlew_ns 0.6937 \
    cpMostUsedCell "buf_4" \
    finalSetupViolCount 0 \
    p_sw_w 0.0008503 \
    drive_above_1_share_pct 28.42 \
    slew_viol_final 0 \
    synth-cells-yosys 419 \
    grt_pass1_vias 4981 \
    largest_reg_flops 256 \
    intPower_w 0.003319 \
    grt_max_degree 33 \
    cts_hold_buf 0 \
    regMostFlops "RAM" \
    min_period_over_period_pct 79.83 \
    cts_max_level 1 \
    warnings 43 \
    cpLargestDelayFamily "buffers and inverters" \
    drtIter0Drc 299 \
    timing.fmax_ghz 0.2364 \
    ctsResizeCount 0 \
    critPathMaxStageDelay_ns 0.60 \
    status "finished clean" \
    fp-utilization_pct 51.55 \
    critPathRequiredTime_ns 4.24 \
    path_class "in -> out" \
    maxSlewHeadroom_pct 53.75 \
    crit_path_end_kind "output port" \
    dp_hpwl_um 10330 \
    swShare_pct 20.40 \
    cts_root_buf "clkbuf_16" \
    syn_inst 419 \
    die_h_um 141.8 \
    post_cts_buffers 0 \
    critical_path.max_fanout 32 \
    p_per_area_mw_per_mm2 377.0 \
    reg2reg_slack_ns 3.47 \
    cp_cell_sequence "buf_4, buf_4, mux4_1, a22oi_1, nand2_1" \
    fin_skew_ns 0.01576 \
    min_from "SRAM_DQ[3]" \
    synthesis.area_mm2 0.009772 \
    via_per_inst 6.098 \
    drt_wl_total_um 18770 \
    cpMaxStageDelayCell "mux4_1" \
    core_mm2 0.01896 \
    yosys_area_mm2 0.009772 \
    power_frac_seq_pct 53.7 \
    chip_area_mm2 0.02011 \
    r2r_cells 3 \
    r2r-start "RAM[9][1]" \
    ys.flops 256 \
    rows 50 \
    critPathLaunchType "primary input" \
    gp_congestion 0.7736 \
    yosysUniqueCellTypes 18 \
    fin_ws_ns 1.069 \
    setup_tns_ns 0 \
    dr.pass1.iters 4 \
    yosysWarningCount 2 \
    top_regs "RAM: 256 flops" \
    grt_overflow_total 0 \
    hold_depth 0 \
    min_period_ns 4.231 \
    detail_route.wl_per_cell_um 25.53 \
    ios 40 \
    drc_errors 0 \
    ys_seq_share_pct 78.67 \
    cts_buffer_depth 3 \
    hold_violations 0 \
    clk_latency_ns 0.52 \
    hold_end "RAM[8][3]" \
    cts_tree "yes" \
    rr_endpoint "RAM[1][1]" \
    port_buffers 5 \
    irDropWorstVdd_uv 316.3 \
    clkPwrFrac_pct 42.0 \
    antenna_found_initial 0 \
]
## kinds of logic after synthesis
logic type,Yosys count,synth area share [%]
flops,256,78.67
mux,64,15.25
simple gates,44,1.985
compound gates,32,2.458
buf+inv,23,1.639
## placed cells by master (no fill, tap or decap)
cell type / n
a22oi_1: 32
and2_1: 1
buf_2: 1
buf_4: 27
bufinv_16: 2
clkbuf_1: 7
clkbuf_16: 27
clkdlybuf4s50_1: 3
clkinv_1: 4
clkinv_2: 5
clkinv_4: 2
clkinvlp_4: 1
edfxtp_1: 256
mux4_1: 13
mux4_2: 51
nand2_1: 18
nand2b_1: 2
nand3b_1: 1
nor2_1: 2
nor2_2: 12
nor2b_2: 2
nor3_2: 4
or3_1: 1
or3b_2: 1
## area by class of cell
type                            count  area [um^2]
Clock buffer                       34        701.9
Sequential cell                   256         7687
Fill cell                        1322         7899
Multi-Input combinational cell    140         1979
Timing Repair Buffer               31        237.7
Clock inverter                     14        125.1
Tap cell                          260        325.3
## how the worst max path moves through the flow
stage / end / slack (ns) / from / cells past startpoint
CTS: SRAM_DQ[7] / 1.02 / SRAM_ADDR[0] / 5
global route: SRAM_DQ[7] / 0.82 / SRAM_ADDR[0] / 5
finish: SRAM_DQ[1] / 1.07 / SRAM_ADDR[0] / 5
## power groups by stage
stage | registers (W) | clock network (W) | logic [W]
5_1_grt | 0.00224 | 0.00186 | 0.000199
4_1_cts | 0.00224 | 0.00178 | 0.000183
6_report | 0.00224 | 0.00175 | 0.000179
## synth_stat cells
| master | instances | share of area, % |
|---|---|---|
| mux4_2 | 51 | 12 |
| or3b_2 | 1 | 0.090 |
| buf_6 | 2 | 0.23 |
| nor2b_1 | 2 | 0.13 |
| buf_4 | 2 | 0.15 |
| mux4_1 | 13 | 3.5 |
| and2_1 | 1 | 0.064 |
| or3_1 | 1 | 0.064 |
| nand2_1 | 18 | 0.69 |
| edfxtp_1 | 256 | 79 |
| buf_12 | 3 | 0.61 |
| nand3b_1 | 1 | 0.077 |
| buf_2 | 2 | 0.10 |
| a22oi_1 | 32 | 2.5 |
| nor2_1 | 14 | 0.54 |
| clkbuf_1 | 14 | 0.54 |
| nand2b_1 | 2 | 0.13 |
| nor3_1 | 4 | 0.20 |
## per-layer routing
metal	part of all wire [%]	vias to the layer above	wire length [um]	GRT usage, %
met5	0	-	0	0
met3	15	37	2899	16.36
li1	-	1876	-	-
met2	47	294	8870	31.35
met1	35	2275	6483	32.17
met4	2.7	0	513	5.037
## through the flow
| step | area (um^2) | hold WS [ns] | utilization (%) | cells |
|---|---|---|---|---|
| after floorplan | 9772 | 0.9585 | - | 419 |
| after global placement | 10230 | 1.070 | 53.97 | 687 |
| after detailed placement | 10230 | 1.150 | 53.97 | 687 |
| after CTS | 11060 | 0.7428 | 58.33 | 735 |
| after global routing | 11060 | 0.7591 | 58.33 | 735 |
| final | 11060 | 0.7531 | 58.33 | 735 |
Power figures rest on the tool's default switching activity, not on a simulated workload.
